**flow/design.v**
```verilog
`timescale 1ns / 1ps
`timescale 1ns / 1ps
`default_nettype none	
module ROM
(
	input  wire[15:0]  		iAddress,
	output reg [27:0] 		oInstruction
);	
always @ ( iAddress )
begin
	case (iAddress)
	0: oInstruction = { 4'd0 ,24'd4000    };
	1: oInstruction = { 4'd4 , 8'd7,16'b0001 };
	2: oInstruction = { 4'd4 ,8'd3,16'h1     }; 
	3: oInstruction = { 4'd4, 8'd4,16'd1000 };
	4: oInstruction = { 4'd4, 8'd5,16'd0     };   
	5: oInstruction = { 4'd2 ,8'b0,8'd7,8'b0 };
	6: oInstruction = { 4'd4 ,8'd1,16'h0     }; 	
	7: oInstruction = { 4'd4 ,8'd2,16'd65000 };
	8: oInstruction = { 4'd5 ,8'd1,8'd1,8'd3    }; 
	9: oInstruction = { 4'd3 ,8'd8,8'd1,8'd2 }; 
	10: oInstruction = { 4'd5 ,8'd5,8'd5,8'd3    };
	11: oInstruction = { 4'd3 ,8'd5,8'd5,8'd4 };	
	12: oInstruction = { 4'd0 ,24'd4000       }; 
	13: oInstruction = { 4'd5 ,8'd7,8'd7,8'd3    };
	14: oInstruction = { 4'd6 ,  8'd2,16'b0   };
	default:
		oInstruction = { 4'd2 ,  24'b10101010 };		 
	endcase	
end
endmodule
```
**flow/run.sh**
```bash
#!/bin/bash
# OpenROAD 26Q1-2900-gdf79404cd8, Yosys 0.63+post, stock flow scripts
make -C /OpenROAD-flow-scripts/flow DESIGN_CONFIG=/design/flow/config.mk WORK_HOME=/design/flow/orfs finish
```
**flow/config.mk**
```make
export PLATFORM = sky130hd
export DESIGN_NAME = ROM
export DESIGN_NICKNAME = ROM
export VERILOG_FILES = /design/flow/design.v
export SDC_FILE = /design/flow/constraint.sdc
export NUM_CORES = 4
export LEC_CHECK = 1
export CORE_AREA = 10 10 70 70
export DIE_AREA = 0 0 80 80
```
**flow/constraint.sdc**
```tcl
current_design ROM

set clk_period 2.4
set clk_io_pct 0.2

create_clock -name clk0 -period $clk_period

set non_clock_inputs [all_inputs -no_clocks]
set_input_delay [expr $clk_period * $clk_io_pct] -clock clk0 $non_clock_inputs
set_output_delay [expr $clk_period * $clk_io_pct] -clock clk0 [all_outputs]
```
==> impl_metrics.toml <==
# synthesis and place-and-route metrics
[hold_path]
holdPathEnd = "oInstruction[18]"
timing.hold.worst.class = "input port to output port"
min_delay_path_depth = 7
worstHoldStart = "iAddress[5]"

[routing]
detailedRoute.firstIterationViolations = 24
via_total_after_detailed_routing = 795
total_drc_errors_in_the_routed_layout = 0
antenna_cells_inserted = 0
wire_per_inst_microns = 13.8
detail_route.vias_per_cell = 4.30
ant_nets = 0
drt_pass1_iterations = 4
routed_wl_microns = 2550

[cells_and_area]
sequential_cell_total = 0
lay_top_cells = "buf_4 (19), dlygate4sd2_1 (16)"
storage_cell_area_sq_um = 0
multiInputGateArea_sq_um = 637
layout-drive-gt1-share_pct = 45.3
instances_no_fill = 185
final.fill_count = 364
lay_top_count = "buf_4"
clockBufferCount = 0
layout-area-overhead-vs-synth_pct = 109

[die]
floorplan.core_util_pct = 18.5
die_width_microns = 80
io_pins = 44
placementRows = 21
chipHeight_microns = 80
die_area_sq_um = 6400
core_region_area_sq_um = 3420

[critical_path]
start_kind = "input port"
worstSetupPathType = "input port to output port"
crit_path_cell_trace = "dlygate4sd2_1 -> buf_6 -> ha_1 -> inv_1 -> o21ai_0 -> o21ai_1 -> clkdlybuf4s50_1"
worst_ep_arrival_time_ps = 1870
highest_delay_cell_along_the_critical_path = "clkdlybuf4s50_1"
cp_required_ps = 1920
cpPeakStageDelay_ps = 490
timing.critical_path.to_type = "output port"
critical_path.max_fanout = 7

[synth]
ys_seq_share_pct = 0
yosysChipArea_sq_um = 633
number_of_cells_in_the_yosys_synthesis_report = 86
yosysUniqueCellTypes = 25
postSynthAreaPerCell_sq_um = 7.36
postSynthCellCount = 86
synth_warnings = 1
mappedNetlistArea_sq_um = 633

[global_route]
number_of_global_route_vias_before_repair = 790
global_route_met2_usage_pct = 12.5
busiest_layer = "met2"
grtUsageMet1_pct = 10.5
global_route.overflow_total = 0
grt_util_met3_pct = 1.25
grt_usage_pct = 7.55
number_of_antenna_violations_at_the_first_check_in_global_routing = 0
grt_first_pass_wirelength_microns = 4150
largest_net_degree_at_the_start_of_global_routing = 15

[power_and_ir_drop]
power-per-cell-area_nw_per_um2 = 107
power.ir.vdd_worst_mv = 0.0664
power.total_w = 0.000142
cellLeakagePower_nw = 0.631

[job]
drv.max_cap_violation_count = 0
stage_log_warnings = 39

[place]
place_hpwl_microns = 1720
weighted_congestion_at_the_end_of_routability_driven_global_placement = 0.780
buffer_ports.inserted = 38
dp_cells = 169

[sta]
hold_viol_final = 0
timing.final.setup_violations = 0
grt_setup_unrepaired = "yes"
crit_share_post_route_pct = 98.0
maxSlewViolCount = 0
crit_path_time_final_ps = 2350
max_freq_mhz = 425

[clock_network]
cts-hold-fix-buffers = 0

[status]
outcome = "complete, no violations"
==> logic make-up (layout without fill, tap and decap cells) <==
| family | count (synthesis) | count (layout) | synth area share (%) |
|---|---|---|---|
| simple gates | 27 | 27 | 30.0 |
| fa+ha+maj | 8 | 8 | 15.8 |
| compound gates | 26 | 26 | 29.1 |
| buf+inv | 23 | 71 | 22.9 |
| other cells | 1 | 6 | 0.592 |
| mux | 1 | 1 | 1.58 |
==> report_power, final <==
group	leakage [nW]	internal, W	switching (W)
Clock	0	0	0
Sequential	0	0	0
Combinational	0.631	0.0000741	0.0000680
Total	0.631	0.0000741	0.0000680
==> routing by layer <==
metal	wire length (microns)	vias to the layer above	part of all wire [%]
met3	131	0	5.1
met5	0	-	0
met2	1280	23	50
met4	0	0	0
li1	-	401	-
met1	1140	371	45
==> how the worst max path moves through the flow <==
stage                       start                to  slack [ps]  cells past startpoint
after global routing  iAddress[1]  oInstruction[13]         -40                      7
after CTS             iAddress[0]   oInstruction[1]           4                      7
final                 iAddress[0]   oInstruction[1]          50                      7
==> per-stage QoR <==
step / hold slack [ps] / area, sq um / setup TNS [ps] / utilization, % / setup WS, ps
floorplan: 1070 / 652 / 0 / - / 531
global placement: 2130 / 1070 / -8740 / 31.5 / -525
detailed placement: 2130 / 1070 / -8790 / 31.5 / -531
CTS: 1580 / 1310 / 0 / 38.2 / 4.09
global route: 1580 / 1330 / -68.1 / 38.8 / -37.3
finish: 1540 / 1330 / 0 / 38.8 / 48.2
==> repair_timing <==
action,4_1_cts,5_1_grt
endpoints found under the setup margin,22,8
resized,82,13
setup buffers,11,3
hold endpoints to repair,0,0
pin swaps,16,6
gates cloned,2,0
==> cell usage after synthesis (3+ instances only) <==
| library cell | count | share of area (%) |
|---|---|---|
| o21ai_0 | 4 | 3.2 |
| a211oi_1 | 8 | 9.5 |
| buf_2 | 5 | 4.0 |
| buf_4 | 10 | 12 |
| ha_1 | 8 | 16 |
| nor4_4 | 3 | 10 |
| nor3_1 | 3 | 2.4 |
| inv_1 | 6 | 3.6 |
| and3_1 | 4 | 4.0 |
| nor2_1 | 3 | 1.8 |
| a21oi_1 | 5 | 4.0 |
| nand2_1 | 6 | 3.6 |
| nor2b_1 | 5 | 4.9 |
==> layout make-up <==
class                      count  share of cell area (%)
inverter                       6                    1.70
tap                           46                    4.34
multi-input combinational     68                    48.0
timing repair buffer          65                    45.9
==> worst max-delay path: cells and delay by family <==
kind | cells | cell delay, ps
buf+inv | 4 | 980
compound gates | 2 | 220
fa+ha+maj | 1 | 200
Power and IR drop assume default switching activity.
