<file path="run.sh">
#!/bin/bash
# OpenROAD 26Q1-2900-gdf79404cd8, Yosys 0.63+post, stock flow scripts
make -C /OpenROAD-flow-scripts/flow DESIGN_CONFIG=/design/flow/config.mk WORK_HOME=/design/flow/orfs finish
</file>
<file path="config.mk">
export PLATFORM = sky130hd
export DESIGN_NAME = UPCOUNTER_POSEDGE
export DESIGN_NICKNAME = UPCOUNTER_POSEDGE
export VERILOG_FILES = /design/flow/design.v
export SDC_FILE = /design/flow/constraint.sdc
export NUM_CORES = 4
export LEC_CHECK = 1
export CORE_AREA = 10 10 89 89
export DIE_AREA = 0 0 99 99
</file>
<file path="constraint.sdc">
current_design UPCOUNTER_POSEDGE

set clk_period 2.4
set clk_io_pct 0.2

create_clock -name clk0 -period $clk_period [get_ports {Clock}]

set non_clock_inputs [all_inputs -no_clocks]
set_input_delay [expr $clk_period * $clk_io_pct] -clock clk0 $non_clock_inputs
set_output_delay [expr $clk_period * $clk_io_pct] -clock clk0 [all_outputs]
</file>
<file path="design.v">
`timescale 1ns / 1ps
module UPCOUNTER_POSEDGE # (parameter SIZE=16)
(
input wire Clock, Reset,
input wire [SIZE-1:0] Initial,
input wire Enable,
output reg [SIZE-1:0] Q
);
  always @(posedge Clock )
  begin
      if (Reset)
        Q = Initial;
      else
		begin
		if (Enable)
			Q = Q + 1;
		end			
  end
endmodule
module FFD_POSEDGE_SYNCRONOUS_RESET # ( parameter SIZE=8 )
(
	input wire				Clock,
	input wire				Reset,
	input wire				Enable,
	input wire [SIZE-1:0]	D,
	output reg [SIZE-1:0]	Q
);
always @ (posedge Clock) 
begin
	if ( Reset )
		Q <= 0;
	else
	begin	
		if (Enable) 
			Q <= D; 
	end	
end 
endmodule
</file>
==> run notes <==
The implementation run finished. The path class of the tightest hold or removal check is flop to flop. Number of max-cap violations landed at 0. Overall routing resource usage recorded by global route was 0.0509. Die span in x landed at 99 um.

Switching power share of the total landed at 0.252. Minimum period implied by the final worst setup slack landed at 1.73 ns. By instance count after routing, the leading logic cell type is sky130_fd_sc_hd__clkdlybuf4s50_1. Worst stage delay on the critical path landed at 0.53 ns. Post-CTS resize count landed at 0. The script extracted a net switching power of 0.000194 W. The highest clock rate this design can be run at is 578 MHz. Total inserted antenna cells landed at 0.

Among cell families on the critical path, the largest total delay comes from buffers and inverters. Part of the total power dissipated in sequential elements landed at 0.514. Number of setup buffers added after CTS landed at 0. The floorplan step set the die height to 99 um. The largest registers in the layout are Q: 16 flops. Clock transition time at the flip-flop clock pins of the worst setup and hold paths landed at 0.07 ns. The biggest area contributor in the post-synthesis netlist is sky130_fd_sc_hd__edfxtp_1. STA puts the critical path data arrival time at 1.25 ns. The area growth from synthesis to layout is 49.0%. TritonCTS built the clock tree. The clock passes through at most 2 buffers. Of the total power, the clock network draws 0.265. The worst setup path is of the flop to output pin kind.

Routability-driven placement congestion ratio landed at 0.801. Maximum ir drop on the vdd rail landed at 0.213 mV. Violation count after the first detailed-routing iteration landed at 41. Part of the cycle the worst path needs landed at 0.721. Number of hold-repair buffers added at the cts stage landed at 0. The clock reaches the later pin of the worst-skew pair after 0.25 ns. Setup clock skew after layout landed at 0.0109 ns.

The final timing report lists a hold violation count of 0. Number of logged tool warnings landed at 25. The run finished with clean final reports. The cell count after synthesis came out at 89. Pre-placement core utilization landed at 0.162.

Post-route antenna net violation count landed at 0. Overall routed net length landed at 2590 um. Number of buffer and inverter stages on the critical path landed at 1. The register with the most flip-flops in the layout has 16 of them. Total power divided by cell area landed at 533 nW/um2.

The global route stage reports its total congestion overflow as 0. Transition at the pin with the smallest max-transition slack landed at 0.403 ns. Mean post-synth cell area landed at 10.9 um2.

Summed standard-cell area reported by yosys landed at 971 um2. Along the worst path, the maximum fanout reaches 6. Listed in order, past its start point the critical path passes clkdlybuf4s50_1. The worst setup path is captured at an output pin. Wire length of the first global-routing pass landed at 4160 um. Fraction of final layout cells with drive strength greater than 1 landed at 0.135. H-tree depth landed at 1. Per the synth log, the flip-flop and latch total comes to 16. Final-report max-slew violation count landed at 0. The largest register by flop count is Q.

Once detailed placement completed, the half-perimeter wirelength came to 2070 um. In this run, distinct cell masters in the synthesized netlist total 21. Per the layout report, the design carries 624 filler cells. Ratio of routed vias to standard cells landed at 3.84. Routed wire length per instance landed at 12.9 um. Final total negative setup slack landed at 0 ns.

Ranked by total cell area, the synthesized netlist is headed by sky130_fd_sc_hd__edfxtp_1 49%, sky130_fd_sc_hd__xnor2_1 8.1%, sky130_fd_sc_hd__nor4_2 6.4%, sky130_fd_sc_hd__nand2_1 6.2%, sky130_fd_sc_hd__xor2_1 4.5%. Overall die area landed at 9800 um2. Via count of the routed design landed at 772. The data required time reported for the critical path is 1.92 ns. Internal power contribution landed at 0.000576 W. In this run the tightest slew margin relative to its limit is 0.731.

Number of buffers inserted during clock tree synthesis landed at 3. Worst setup margin landed at 0.669 ns. After floorplanning, the core was sized to cover 5990 um2. Top-area cell type share of the netlist area landed at 0.495. The root buffer cell chosen for the clock tree is sky130_fd_sc_hd__clkbuf_8.

Of the total power, combinational logic draws 0.220. Final setup violation count landed at 0. Port buffer count landed at 34. The number of global-route vias before repair came to 747. Number of cells in the yosys synthesis report landed at 89. Number of optimization iterations in the first detailed-route pass landed at 4. Setup repair after global routing left no endpoint under its margin.

Number of antenna violations at the first check in global routing landed at 0. Entering global routing, the biggest net connects 17 pins. Number of placed I/O pins landed at 35. Post-route DRC violation count landed at 0.

The slowest stage of the critical path is the sky130_fd_sc_hd__clkdlybuf4s50_1 cell. In the layout the commonest cells are 34 x sky130_fd_sc_hd__clkdlybuf4s50_1, 16 x sky130_fd_sc_hd__edfxtp_1, 16 x sky130_fd_sc_hd__nand2_1. Static leakage landed at 0.468 nW. Post-synthesis sequential area ratio landed at 0.495. The warning tally printed by Yosys for this design is 1. The worst setup path is launched from a flop. After synthesis the cells add up to 971 um2.

Setup slack on the worst path after placement came out at 0.608 ns. Number of sinks handled by clock tree synthesis landed at 16. Row count landed at 28.
==> cell type report <==
type / count / area (um2) / share of cell area
flip-flops and latches: 16 / 480 / 0.332
multi-input cells: 68 / 464 / 0.321
repair buffers: 36 / 355 / 0.246
well taps: 75 / 93.8 / 0.0649
clock buffers: 3 / 41.3 / 0.0285
inverters: 2 / 7.51 / 0.00519
clock inverters: 1 / 3.75 / 0.00260
==> synthesized netlist by cell type <==
| cell type | number |
|---|---|
| sky130_fd_sc_hd__nand2_1 | 16 |
| sky130_fd_sc_hd__nor3_1 | 3 |
| sky130_fd_sc_hd__nand3_1 | 5 |
| sky130_fd_sc_hd__edfxtp_1 | 16 |
| sky130_fd_sc_hd__nor4_2 | 5 |
| sky130_fd_sc_hd__o21ai_1 | 6 |
| sky130_fd_sc_hd__ha_1 | 1 |
| sky130_fd_sc_hd__and3_1 | 1 |
| sky130_fd_sc_hd__clkbuf_1 | 2 |
| sky130_fd_sc_hd__or2_2 | 1 |
| sky130_fd_sc_hd__xor2_1 | 5 |
| sky130_fd_sc_hd__buf_6 | 1 |
| sky130_fd_sc_hd__inv_1 | 2 |
| sky130_fd_sc_hd__nor2_1 | 1 |
| sky130_fd_sc_hd__xnor2_1 | 9 |
| sky130_fd_sc_hd__nand4_1 | 2 |
| sky130_fd_sc_hd__nand3_2 | 1 |
| sky130_fd_sc_hd__mux2_2 | 3 |
| sky130_fd_sc_hd__o21ai_0 | 7 |
| sky130_fd_sc_hd__nand4_4 | 1 |
| sky130_fd_sc_hd__and3_2 | 1 |
==> logic make-up after synthesis <==
logic type      count (synthesis)  synth area share
simple gates                   37             0.237
compound gates                 13            0.0670
fa+ha+maj                       1            0.0129
buf+inv                         5            0.0271
xor+xnor                       14             0.126
flops                          16             0.495
mux                             3            0.0348
==> routing by layer <==
| layer | up-vias | part of all wire | wire length (um) | global-route usage |
|---|---|---|---|---|
| met2 | 23 | 0.45 | 1180 | 0.0777 |
| met3 | 2 | 0.049 | 128 | 0.0141 |
| met5 | - | 0 | 0 | 0 |
| met4 | 0 | 0.0054 | 14 | 0.00662 |
| met1 | 348 | 0.49 | 1270 | 0.0720 |
| li1 | 399 | - | - | - |
==> per-stage QoR <==
step	utilization	hold WS, ns	instances	power, W	area, um2
finish	0.241	0.695	201	0.000770	1450
global route	0.241	0.732	201	0.000812	1450
CTS	0.241	0.700	201	0.000783	1450
detailed placement	0.234	0.682	197	0.000576	1400
global placement	0.234	0.683	197	0.000576	1400
floorplan	-	0.613	89	0.000458	971
==> path summary, 6_finish.rpt <==
check | start | end | slack [ns] | cells after the start
hold reg to reg | Q[14] | Q[14] | 0.70 | 2
hold / removal | Q[14] | Q[14] | 0.70 | 2
setup / recovery | Q[7] | Q[7] | 0.67 | 1
setup reg to reg | Q[2] | Q[15] | 0.70 | 4
==> worst reg2reg max path: stages, from the launching register on <==
cell                       delay (ns)
sky130_fd_sc_hd__edfxtp_1        0.48
sky130_fd_sc_hd__nand4_4         0.23
sky130_fd_sc_hd__nor4_2          0.39
sky130_fd_sc_hd__xor2_1          0.11
sky130_fd_sc_hd__mux2_2          0.26
==> power by group through the flow <==
stage	Sequential, W	Combinational, W	Clock (W)
after CTS	0.000397	0.000175	0.000211
after global routing	0.000404	0.000190	0.000218
final	0.000396	0.000170	0.000204
No activity file was given, so power comes from the tool's default toggle rates.
