$ cat run.sh
#!/bin/bash
# OpenROAD 26Q1-2900-gdf79404cd8, Yosys 0.63+post, stock flow scripts
make -C /OpenROAD-flow-scripts/flow DESIGN_CONFIG=/design/flow/config.mk WORK_HOME=/design/flow/orfs finish
$ cat design.v
`timescale 1ns / 1ps
module RAM_DUAL_READ_PORT # ( parameter DATA_WIDTH= 16, parameter ADDR_WIDTH=8, parameter MEM_SIZE=8 )
(
	input wire						Clock,
	input wire						iWriteEnable,
	input wire[ADDR_WIDTH-1:0]	iReadAddress0,
	input wire[ADDR_WIDTH-1:0]	iReadAddress1,
	input wire[ADDR_WIDTH-1:0]	iWriteAddress,
	input wire[DATA_WIDTH-1:0]		 	iDataIn,
	output reg [DATA_WIDTH-1:0] 		oDataOut0,
	output reg [DATA_WIDTH-1:0] 		oDataOut1
);
reg [DATA_WIDTH-1:0] Ram [MEM_SIZE:0];		
always @(posedge Clock) 
begin 
		if (iWriteEnable) 
			Ram[iWriteAddress] <= iDataIn; 
			oDataOut0 <= Ram[iReadAddress0]; 
			oDataOut1 <= Ram[iReadAddress1]; 
end 
endmodule
$ cat config.mk
export PLATFORM = sky130hd
export DESIGN_NAME = RAM_DUAL_READ_PORT
export DESIGN_NICKNAME = RAM_DUAL_READ_PORT
export VERILOG_FILES = /design/flow/design.v
export SDC_FILE = /design/flow/constraint.sdc
export NUM_CORES = 4
export LEC_CHECK = 1
export CORE_UTILIZATION = 40
$ cat constraint.sdc
current_design RAM_DUAL_READ_PORT

set clk_period 3.2
set clk_io_pct 0.2

create_clock -name clk0 -period $clk_period [get_ports {Clock}]

set non_clock_inputs [all_inputs -no_clocks]
set_input_delay [expr $clk_period * $clk_io_pct] -clock clk0 $non_clock_inputs
set_output_delay [expr $clk_period * $clk_io_pct] -clock clk0 [all_outputs]
==> flow_summary.toml <==
# physical design summary
[sta]
setup_viol = 0
fmax_mhz = 502
worst_pin_slew_ps = 631
period_needed_ps = 1990
tns_ps = 0
max_slew_margin = 0.579
maxSlewViolCount = 0
finalHoldViolations = 0
skew_ps = 4.16
fin_crit_sh = 0.623
rsz0062_at_grt = "false"

[clock_network]
cts_tree = "yes"
htree_num_levels = 4
clkSinkCount = 176
cts_max_path_buffers = 2
numCtsBuffers = 17
ctsHoldBuffers = 0
clock_latency_ps = 420
post_cts_buffers = 0
cts_root_buffer = "clkbuf_16"
clkSlewWorstSetupHoldPaths_ps = 60
cts.repair.resized = 0

[drt]
drc_errors = 0
vias = 4435
viasPerCell = 5.52
n_antenna_cell = 0
wire_per_inst_um = 21.0
first_pass_iters = 6
dr.first_iter.drc_count = 169
ant_nets = 0
drt_wl_total_um = 16900

[yosys]
synth_top_area_share = 0.564
edf_count = 144
yosys_warnings = 1
synth-main-ff-cell = "edfxtp_1"
seq_area_frac_synth = 0.648
yosysTopAreaCell = "edfxtp_1"
yosys_area_mm2 = 0.00766
avgSynthCellArea_um2 = 15.7
syn_area_mm2 = 0.00766
topCellsByArea = "edfxtp_1 (56%), mux2_2 (9.4%), dfxtp_1 (8.4%)"
ys_cells = 487
syn_inst = 487
top_cells_by_count = "edfxtp_1 (144), mux2_2 (64), mux2i_1 (64)"
yosys.cell_types.count = 21
async_flop_share = 0
ys.flops = 176
top_cell = "edfxtp_1"

[power_and_ir_drop]
p_per_area_mw_per_mm2 = 555
p_leak_nw = 3.23
worst_ir_drop_vdd_uv = 364

[cells_and_area]
drive_above_1_share = 0.267
postLayoutCellArea_mm2 = 0.00914
area_growth_pct = 19.2

[grt]
grt_pass1_vias = 4626
grt_max_degree = 45
grtUsageTotal = 0.189
grt_first_pass_wirelength_um = 25600
antenna_found_initial = 0
grt-ovfl-total = 0

[worst_hold_path]
worstHoldStart = "Ram[8][14]"
hold_class = "reg -> reg"

[run]
warnings = 37
max_cap_violations = 0

[placement]
port_buffers = 61
place_hpwl_um = 9800
placed_area_mm2 = 0.00855
globalplace.congestion = 0.770

[critical_path]
cp-end-kind = "register"
timing.rr.start = "Ram[7][9]"
path_max_fanout = 16
required_ps = 3300
crit_arrival_ps = 2090
startpoint_type = "primary input"
crit_path_start = "iWriteEnable"
path_class = "in -> reg"

[die]
die_area_mm2 = 0.0197
die_height_um = 140
die_w_um = 140
ios = 74
core_util_floorplan = 0.408
rows = 50
core_mm2 = 0.0188

[outcome]
outcome = "completed"
## layout by cell type (no fill, tap or decap)
master / instances
clkbuf_8: 1
inv_6: 1
buf_12: 3
bufinv_16: 3
clkinvlp_4: 2
edfxtp_1: 144
nand2b_1: 4
o31ai_1: 2
clkinv_2: 5
clkbuf_1: 2
nor2_1: 8
o31ai_2: 30
clkdlybuf4s50_1: 59
or3b_2: 1
mux2i_1: 64
buf_4: 20
nand3b_1: 1
o22ai_1: 32
nor3_2: 2
nand2_1: 36
nor2b_1: 2
clkbuf_16: 17
a22o_1: 32
mux2_2: 64
nor4_2: 1
dfxtp_1: 32
buf_2: 2
## cell families (layout without fill, tap and decap cells)
family,Yosys count,in the layout,share of synthesized area
flip-flops,176,176,0.648
multiplexers,128,128,0.178
AND-OR/OR-AND,96,96,0.114
AND/OR/NAND/NOR,55,55,0.0307
buffers and inverters,32,115,0.0304
## registers in the layout, summed over array words and instances, names as in the netlist
name / count
Ram: 144
oDataOut1: 16
oDataOut0: 16
## cell type report
cell class                      instances  area (um2)
Fill cell                            1547        9630
Sequential cell                       176        4960
Multi-Input combinational cell        279        2480
Timing Repair Buffer                   84         811
Clock buffer                           20         447
Tap cell                              234         293
Clock inverter                         11         139
## critical path, stage by stage
cell,delay (ps)
clkdlybuf4s50_1,490
or3b_2,510
nor3_2,120
buf_4,330
## worst paths after layout
kind	end	slack [ps]	cells past startpoint
min reg2reg	oDataOut1[14]	480	2
min	oDataOut1[14]	480	2
max reg2reg	oDataOut0[9]	2110	3
max	Ram[0][5]	1210	4
## where the power goes
group	leakage, nW	internal [mW]	switching [mW]	total, mW
Sequential	1.57	2.55	0.0235	2.57
Clock	0.286	1.24	0.813	2.05
Combinational	1.38	0.229	0.217	0.446
## metal layers
layer  GRT usage  vias to the layer above  wire length (um)
met1       0.243                     2139              6670
met5           0                        -                 0
met2       0.303                      212              8120
met3      0.0979                       25              1770
li1            -                     2059                 -
met4      0.0307                        0               327
## through the flow
| step | hold WS (ps) | setup WS [ps] | std cells | util | total power, mW |
|---|---|---|---|---|---|
| 2_1_floorplan | 447 | 448 | 487 | - | 2.86 |
| 3_3_place_gp | 460 | 800 | 773 | 0.456 | 3.06 |
| 3_5_place_dp | 467 | 769 | 773 | 0.456 | 3.07 |
| 4_1_cts | 482 | 1220 | 804 | 0.487 | 5.11 |
| 5_1_grt | 498 | 1130 | 804 | 0.487 | 5.23 |
| 6_report | 480 | 1210 | 804 | 0.487 | 5.07 |
Power is estimated from default activity; no workload was simulated.
